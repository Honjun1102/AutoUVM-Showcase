===== /design/flow/config.mk =====
export PLATFORM = sky130hd
export DESIGN_NAME = i2c_master_ctrl
export DESIGN_NICKNAME = i2c_master_ctrl
export VERILOG_FILES = /design/flow/design.v
export SDC_FILE = /design/flow/constraint.sdc
export NUM_CORES = 4
export LEC_CHECK = 1
export CORE_UTILIZATION = 30

===== /design/flow/constraint.sdc =====
current_design i2c_master_ctrl

set clk_period 3.3
set clk_io_pct 0.2

create_clock -name clk0 -period $clk_period [get_ports {clk}]

set non_clock_inputs [all_inputs -no_clocks]
set_input_delay [expr $clk_period * $clk_io_pct] -clock clk0 $non_clock_inputs
set_output_delay [expr $clk_period * $clk_io_pct] -clock clk0 [all_outputs]

===== /design/flow/design.v =====
interface autouvm_clk_rst_if;
    logic clk;
    logic rst;
endinterface
interface fifo_if (
    input logic clk,
    input logic rst_n
);
    logic  wr_en;
    logic [31:0] wr_data;
    logic  rd_en;
    logic [31:0] rd_data;
    logic  full;
    logic  empty;
endinterface
interface gpio_if (
    input logic clk,
    input logic rst_n
);
    logic [7:0] gpio_in;
    logic [7:0] gpio_out;
    logic [7:0] gpio_dir;
endinterface
interface i2c_if (
    input logic clk,
    input logic rst_n
);
    logic  scl;
    logic  sda;
endinterface
interface pwm_if (
    input logic clk,
    input logic rst_n
);
    logic [3:0] pwm_out;
    logic [7:0] duty_cycle;
    logic [15:0] period;
endinterface
interface apb_if (
    input logic clk_i,
    input logic rst_ni
);
    wire PSELx;
    wire PENABLE;
    wire PWRITE;
    wire PADDR;
    wire PWDATA;
    wire PRDATA;
    wire PREADY;
    assign PREADY = 1'b1;
endinterface
interface spi_if (
    input logic clk,
    input logic rst_n
);
    logic  sclk;
    logic  mosi;
    logic  miso;
    logic  cs_n;
endinterface
interface uart_if (
    input logic clk,
    input logic rst_n
);
    logic  tx;
    logic  rx;
endinterface
module i2c_master_ctrl (
    input  wire        clk,
    input  wire        rst_n,
    input  wire        reg_wr,
    input  wire        reg_rd,
    input  wire [3:0]  reg_addr,
    input  wire [7:0]  reg_wdata,
    output reg  [7:0]  reg_rdata,
    output reg         reg_ready,
    output reg         scl_out,
    output reg         scl_oe,
    input  wire        scl_in,
    output reg         sda_out,
    output reg         sda_oe,
    input  wire        sda_in,
    output reg         irq
);
    localparam REG_CTRL   = 4'h0;   
    localparam REG_STATUS = 4'h1;   
    localparam REG_DATA   = 4'h2;   
    localparam REG_SLAVE  = 4'h3;   
    localparam REG_PRESCL = 4'h4;   
    reg [7:0] ctrl_reg;
    reg [7:0] status_reg;
    reg [7:0] data_reg;
    reg [6:0] slave_addr;
    reg [7:0] prescaler;
    localparam IDLE       = 3'h0;
    localparam START      = 3'h1;
    localparam ADDR       = 3'h2;
    localparam WRITE_DATA = 3'h3;
    localparam READ_DATA  = 3'h4;
    localparam ACK        = 3'h5;
    localparam STOP       = 3'h6;
    reg [2:0]  state;
    reg [7:0]  shift_reg;
    reg [3:0]  bit_cnt;
    reg [7:0]  clk_cnt;
    reg        ack_bit;
    always @(posedge clk or negedge rst_n) begin
        if (!rst_n) begin
            ctrl_reg <= 8'h0;
            prescaler <= 8'd50;   
            reg_ready <= 1'b1;
        end else if (reg_wr && reg_ready) begin
            case (reg_addr)
                REG_CTRL:   ctrl_reg <= reg_wdata;
                REG_DATA:   data_reg <= reg_wdata;
                REG_SLAVE:  slave_addr <= reg_wdata[6:0];
                REG_PRESCL: prescaler <= reg_wdata;
            endcase
        end else if (reg_rd && reg_ready) begin
            case (reg_addr)
                REG_CTRL:   reg_rdata <= ctrl_reg;
                REG_STATUS: reg_rdata <= status_reg;
                REG_DATA:   reg_rdata <= data_reg;
                REG_SLAVE:  reg_rdata <= {1'b0, slave_addr};
                REG_PRESCL: reg_rdata <= prescaler;
                default:    reg_rdata <= 8'h0;
            endcase
        end
    end
    always @(posedge clk or negedge rst_n) begin
        if (!rst_n) begin
            state <= IDLE;
            scl_out <= 1'b1;
            scl_oe <= 1'b0;
            sda_out <= 1'b1;
            sda_oe <= 1'b0;
            status_reg <= 8'h0;
            irq <= 1'b0;
            clk_cnt <= 8'h0;
            bit_cnt <= 4'h0;
        end else begin
            case (state)
                IDLE: begin
                    scl_oe <= 1'b0;
                    sda_oe <= 1'b0;
                    irq <= 1'b0;
                    clk_cnt <= 8'h0;
                    if (ctrl_reg[0]) begin   
                        state <= START;
                        status_reg[0] <= 1'b1;   
                    end
                end
                START: begin
                    clk_cnt <= clk_cnt + 1;
                    if (clk_cnt == 0) begin
                        sda_oe <= 1'b1;
                        sda_out <= 1'b0;   
                    end else if (clk_cnt == prescaler/2) begin
                        scl_oe <= 1'b1;
                        scl_out <= 1'b0;   
                    end else if (clk_cnt == prescaler) begin
                        clk_cnt <= 8'h0;
                        bit_cnt <= 4'h0;
                        if (ctrl_reg[3]) begin   
                            shift_reg <= {slave_addr, 1'b0};   
                            state <= ADDR;
                        end else if (ctrl_reg[2]) begin   
                            shift_reg <= {slave_addr, 1'b1};   
                            state <= ADDR;
                        end
                    end
                end
                ADDR: begin
                    clk_cnt <= clk_cnt + 1;
                    if (clk_cnt == prescaler/4) begin
                        sda_out <= shift_reg[7];
                        shift_reg <= {shift_reg[6:0], 1'b0};
                    end else if (clk_cnt == prescaler/2) begin
                        scl_out <= 1'b1;   
                    end else if (clk_cnt == prescaler) begin
                        scl_out <= 1'b0;   
                        clk_cnt <= 8'h0;
                        bit_cnt <= bit_cnt + 1;
                        if (bit_cnt == 7) begin
                            state <= ACK;
                        end
                    end
                end
                ACK: begin
                    clk_cnt <= clk_cnt + 1;
                    if (clk_cnt == 0) begin
                        sda_oe <= 1'b0;   
                    end else if (clk_cnt == prescaler/2) begin
                        scl_out <= 1'b1;
                        ack_bit <= sda_in;   
                    end else if (clk_cnt == prescaler) begin
                        scl_out <= 1'b0;
                        status_reg[1] <= !ack_bit;   
                        clk_cnt <= 8'h0;
                        if (ctrl_reg[3]) begin   
                            shift_reg <= data_reg;
                            bit_cnt <= 4'h0;
                            state <= WRITE_DATA;
                        end else if (ctrl_reg[2]) begin   
                            bit_cnt <= 4'h0;
                            state <= READ_DATA;
                        end else if (ctrl_reg[1]) begin   
                            state <= STOP;
                        end else begin
                            state <= IDLE;
                        end
                    end
                end
                WRITE_DATA: begin
                    clk_cnt <= clk_cnt + 1;
                    if (clk_cnt == 0) begin
                        sda_oe <= 1'b1;
                    end else if (clk_cnt == prescaler/4) begin
                        sda_out <= shift_reg[7];
                        shift_reg <= {shift_reg[6:0], 1'b0};
                    end else if (clk_cnt == prescaler/2) begin
                        scl_out <= 1'b1;
                    end else if (clk_cnt == prescaler) begin
                        scl_out <= 1'b0;
                        clk_cnt <= 8'h0;
                        bit_cnt <= bit_cnt + 1;
                        if (bit_cnt == 7) begin
                            state <= ACK;
                        end
                    end
                end
                STOP: begin
                    clk_cnt <= clk_cnt + 1;
                    if (clk_cnt == 0) begin
                        sda_oe <= 1'b1;
                        sda_out <= 1'b0;
                    end else if (clk_cnt == prescaler/2) begin
                        scl_oe <= 1'b0;   
                    end else if (clk_cnt == prescaler) begin
                        sda_out <= 1'b1;   
                        clk_cnt <= 8'h0;
                        state <= IDLE;
                        status_reg[0] <= 1'b0;   
                        irq <= 1'b1;
                        ctrl_reg <= 8'h0;   
                    end
                end
                default: state <= IDLE;
            endcase
        end
    end
endmodule

===== /design/flow/run.sh =====
#!/bin/bash
# OpenROAD 26Q1-2900-gdf79404cd8, Yosys 0.63+post, stock flow scripts
make -C /OpenROAD-flow-scripts/flow DESIGN_CONFIG=/design/flow/config.mk WORK_HOME=/design/flow/orfs finish

==> Changelog: implementation <==
### Changed

* Run status: finished clean
* Crit path depth at 6
* # rows at 35
* GRT Resource Usage Total at 11.92%
* Worst reg2reg path depth at 6
* Resized cells post-CTS at 0
* Final period utilization at 64.94%
* Worst clock skew at 0.004301 ns
* Post-DR wirelength/cell at 13.70 µm
* Die footprint at 9852 µm²
* Crit path kind: flip-flop to flip-flop
* Library cells used by synthesis at 51
* LEAKAGE at 0.001313 µW
* Cell count listed in synth_stat.txt at 241
* Avg Inst Size Synth at 11.77 µm²
* Tmin final at 2.143 ns
* Main synth FF type: dfrtp_1
* Total Power at 1322 µW
* # DRC at 0
* DR vias at 1920
* Die Wd at 99.26 µm
* DR iter-0 viols at 103
* Routed Wire Length at 5.192 mm
* CP Data Required Time at 3.50 ns
* Post-CTS setup buffers at 0
* EDFF count, synth at 24
* Final instance area at 3299 µm²
* Area leader, netlist: edfxtp_1
* DR vias/cell at 5.066
* Area added between synthesis and finish at 16.27%
* Hpwl dp at 3.855 mm
* Main logic family after synthesis: simple AND/OR/NAND/NOR gates
* Fin. Hold Viols at 0
* Ys async rst share at 57.14%
* Metal-1 WL at 2.405 mm
* Buf/Inv on CP at 0
* Total CTS buffers at 5
* Fmax at 0.4666 GHz
* Latency at later pin at 0.30 ns
* Die height at 99.26 µm
* CP arrival at 2.34 ns
* Mux cell area share at 6.878%
* Port Buffers at 29
* Post-synthesis simple-gate area fraction at 14.24%
* Detail Route Antenna Nets at 0
* Top-Level Pins at 32
* CP Capture Type: flip-flop
* Max-area cell share at 25.40%
* Initial antenna violation count at 0
* Top cells by area: edfxtp_1 25%, dfrtp_1 23%, dfstp_2 5.6%
* Maximum net fanout on the critical path at 9
* Cell count after synthesis at 241
* Max Slew Vio Count at 0
* Final TNS setup at 0 ns
* #FFs+latches synth at 56
* Synthesized cell area at 2838 µm²
* Antenna fix cells at 0
* # H-tree levels at 2
* Uppermost routed layer: met4
* Clk slew on worst S/H paths at 0.10 ns
* Max VDD drop at 0.1834 mV
* Hold-fix buffers, CTS at 0
* First-pass GRT wire length at 9.183 mm
* CTS tree: yes
* Met2 WL post-DR at 2.457 mm
* Post-synthesis adder-cell area fraction at 1.323%
* Worst Hold Path Cells at 1
* Top Layout Cells: 29 x clkdlybuf4s50_1, 26 x dfrtp_1, 24 x edfxtp_1
* Register area share after synthesis at 53.88%
* Hold/Removal Path Class: flip-flop to flip-flop
* Gr ovfl total at 0
* Max Cap Violations at 0
* Tool Warnings at 27
* Cell family with most CP delay: simple AND/OR/NAND/NOR gates
* Pin count of the biggest net entering global routing at 28
* Worst slew margin at 45.60%
* Placed inst area at 3211 µm²
* Iteration count of the initial detailed-routing pass at 4
* Final Wtd Congestion at 0.7935
* Type of origin of the critical path: flip-flop
* YS chip area at 2838 µm²
* RSZ-0062 raised after global routing: false
* Clock buffer depth at 2
* Root Buffer: clkbuf_8
* AO/OA Area Share at 11.46%
* Initial Util at 30.86%
* Final setup viols at 0
* Critical Path Slowest Stage Cell: dfrtp_1
* Worst-margin pin slew at 0.8092 ns
* Most frequent logic cell in the layout: clkdlybuf4s50_1
* Vias in the first global route at 1925
* Crit-path cells: xnor2_1, nand4_1, nor2_2, nand2_1, nand2b_1, o31a_1
* Crit-path max cell delay at 0.60 ns
* Routed wl met3 at 253 µm
* Area of the core at 9196 µm²
* Pwr dens at 400.8 nW/µm²
* Warning count from the yosys run at 17
* Layout cell share with drive strength beyond 1 at 12.69%
* Num Clock Sinks at 56
* Post-synthesis xor/xnor area fraction at 6.790%
cell families after synthesis:
kind of cell,count (synthesis)
AND/OR/NAND/NOR,65
multiplexers,18
AND-OR/OR-AND,45
flip-flops,56
adder cells (fa/ha/maj),3
other,1
buffers and inverters,31
XOR/XNOR,22
synthesized netlist by cell type, types with 5 or more instances:
cell type  instances
mux2i_1            6
edfxtp_1          24
a21oi_1           12
dfrtp_1           26
nor2_1            12
inv_1             16
nand3_1            8
nand2_1           15
dfstp_2            6
a222oi_1           6
o21ai_1            5
xnor2_1           12
xor2_1            10
and3_1             7
clkbuf_1           5
mux2_1             9
per-stage QoR:
step / instances / utilization, % / hold slack [ns] / setup slack [ns]
finish: 379 / 35.88 / 0.4378 / 1.157
global route: 379 / 35.88 / 0.4689 / 0.9885
global placement: 371 / 34.91 / 0.4314 / 0.8803
CTS: 379 / 35.88 / 0.4440 / 1.171
detailed placement: 371 / 34.91 / 0.4297 / 0.8610
floorplan: 241 / - / 0.3644 / 1.389
power by group:
part           total, µW  internal (µW)  leakage [µW]  switching, µW
registers            805            762      0.000637           43.4
logic                148           81.2      0.000634           66.7
clock network        369            151     0.0000414            218
total               1320            995       0.00131            328
path summary, 6_finish.rpt:
path / start / end / slack [ns]
min in group asynchronous: rst_n / prescaler[3] / 0.64
worst max-delay path: clk_cnt[2] / state[6] / 1.16
worst min-delay path: ack_bit / status_reg[1] / 0.44
worst max register to register: clk_cnt[2] / state[6] / 1.16
worst min register to register: ack_bit / status_reg[1] / 0.44
max in group asynchronous: rst_n / scl_out / 2.06
final cells by class:
class | count | area, µm²
Multi-Input combinational cell | 154 | 1159
Fill cell | 892 | 5897
Sequential cell | 56 | 1529
Clock inverter | 2 | 16.27
Clock buffer | 6 | 72.57
Timing Repair Buffer | 33 | 320.3
Tap cell | 111 | 138.9
Inverter | 17 | 63.81
routing by layer:
| layer | up-vias | global-route usage (%) |
|---|---|---|
| li1 | 918 | - |
| met1 | 944 | 17.24 |
| met4 | 0 | 1.697 |
| met5 | - | 0 |
| met2 | 50 | 19.76 |
| met3 | 8 | 2.216 |
Power is estimated from default activity; no workload was simulated.
