`/design/flow/config.mk`:
```
export PLATFORM = sky130hd
export DESIGN_NAME = axi4_crossbar_2x3
export DESIGN_NICKNAME = axi4_crossbar_2x3
export VERILOG_FILES = /design/flow/design.v
export SDC_FILE = /design/flow/constraint.sdc
export NUM_CORES = 4
export LEC_CHECK = 1
export CORE_AREA = 10 10 367 367
export DIE_AREA = 0 0 377 377
```
`/design/flow/constraint.sdc`:
```
current_design axi4_crossbar_2x3

set clk_period 1.7
set clk_io_pct 0.2

create_clock -name clk0 -period $clk_period [get_ports {aclk}]

set non_clock_inputs [all_inputs -no_clocks]
set_input_delay [expr $clk_period * $clk_io_pct] -clock clk0 $non_clock_inputs
set_output_delay [expr $clk_period * $clk_io_pct] -clock clk0 [all_outputs]
```
`/design/flow/design.v`:
```
interface autouvm_clk_rst_if;
    logic clk;
    logic rst;
endinterface
interface fifo_if (
    input logic clk,
    input logic rst_n
);
    logic  wr_en;
    logic [31:0] wr_data;
    logic  rd_en;
    logic [31:0] rd_data;
    logic  full;
    logic  empty;
endinterface
interface gpio_if (
    input logic clk,
    input logic rst_n
);
    logic [7:0] gpio_in;
    logic [7:0] gpio_out;
    logic [7:0] gpio_dir;
endinterface
interface i2c_if (
    input logic clk,
    input logic rst_n
);
    logic  scl;
    logic  sda;
endinterface
interface pwm_if (
    input logic clk,
    input logic rst_n
);
    logic [3:0] pwm_out;
    logic [7:0] duty_cycle;
    logic [15:0] period;
endinterface
interface apb_if (
    input logic clk_i,
    input logic rst_ni
);
    wire PSELx;
    wire PENABLE;
    wire PWRITE;
    wire PADDR;
    wire PWDATA;
    wire PRDATA;
    wire PREADY;
    assign PREADY = 1'b1;
endinterface
interface spi_if (
    input logic clk,
    input logic rst_n
);
    logic  sclk;
    logic  mosi;
    logic  miso;
    logic  cs_n;
endinterface
interface uart_if (
    input logic clk,
    input logic rst_n
);
    logic  tx;
    logic  rx;
endinterface
module axi4_crossbar_2x3 #(
    parameter ADDR_WIDTH = 32,
    parameter DATA_WIDTH = 32,
    parameter ID_WIDTH   = 4
)(
    input wire aclk,
    input wire aresetn,
    input  wire [ID_WIDTH-1:0]   m0_awid,
    input  wire [ADDR_WIDTH-1:0] m0_awaddr,
    input  wire [7:0]            m0_awlen,
    input  wire [2:0]            m0_awsize,
    input  wire [1:0]            m0_awburst,
    input  wire                  m0_awvalid,
    output wire                  m0_awready,
    input  wire [DATA_WIDTH-1:0] m0_wdata,
    input  wire [3:0]            m0_wstrb,
    input  wire                  m0_wlast,
    input  wire                  m0_wvalid,
    output wire                  m0_wready,
    output wire [ID_WIDTH-1:0]   m0_bid,
    output wire [1:0]            m0_bresp,
    output wire                  m0_bvalid,
    input  wire                  m0_bready,
    input  wire [ID_WIDTH-1:0]   m0_arid,
    input  wire [ADDR_WIDTH-1:0] m0_araddr,
    input  wire [7:0]            m0_arlen,
    input  wire [2:0]            m0_arsize,
    input  wire [1:0]            m0_arburst,
    input  wire                  m0_arvalid,
    output wire                  m0_arready,
    output wire [ID_WIDTH-1:0]   m0_rid,
    output wire [DATA_WIDTH-1:0] m0_rdata,
    output wire [1:0]            m0_rresp,
    output wire                  m0_rlast,
    output wire                  m0_rvalid,
    input  wire                  m0_rready,
    input  wire [ID_WIDTH-1:0]   m1_awid,
    input  wire [ADDR_WIDTH-1:0] m1_awaddr,
    input  wire [7:0]            m1_awlen,
    input  wire [2:0]            m1_awsize,
    input  wire [1:0]            m1_awburst,
    input  wire                  m1_awvalid,
    output wire                  m1_awready,
    input  wire [DATA_WIDTH-1:0] m1_wdata,
    input  wire [3:0]            m1_wstrb,
    input  wire                  m1_wlast,
    input  wire                  m1_wvalid,
    output wire                  m1_wready,
    output wire [ID_WIDTH-1:0]   m1_bid,
    output wire [1:0]            m1_bresp,
    output wire                  m1_bvalid,
    input  wire                  m1_bready,
    input  wire [ID_WIDTH-1:0]   m1_arid,
    input  wire [ADDR_WIDTH-1:0] m1_araddr,
    input  wire [7:0]            m1_arlen,
    input  wire [2:0]            m1_arsize,
    input  wire [1:0]            m1_arburst,
    input  wire                  m1_arvalid,
    output wire                  m1_arready,
    output wire [ID_WIDTH-1:0]   m1_rid,
    output wire [DATA_WIDTH-1:0] m1_rdata,
    output wire [1:0]            m1_rresp,
    output wire                  m1_rlast,
    output wire                  m1_rvalid,
    input  wire                  m1_rready,
    output wire [ID_WIDTH-1:0]   s0_awid,
    output wire [ADDR_WIDTH-1:0] s0_awaddr,
    output wire [7:0]            s0_awlen,
    output wire [2:0]            s0_awsize,
    output wire [1:0]            s0_awburst,
    output wire                  s0_awvalid,
    input  wire                  s0_awready,
    output wire [DATA_WIDTH-1:0] s0_wdata,
    output wire [3:0]            s0_wstrb,
    output wire                  s0_wlast,
    output wire                  s0_wvalid,
    input  wire                  s0_wready,
    input  wire [ID_WIDTH-1:0]   s0_bid,
    input  wire [1:0]            s0_bresp,
    input  wire                  s0_bvalid,
    output wire                  s0_bready,
    output wire [ID_WIDTH-1:0]   s0_arid,
    output wire [ADDR_WIDTH-1:0] s0_araddr,
    output wire [7:0]            s0_arlen,
    output wire [2:0]            s0_arsize,
    output wire [1:0]            s0_arburst,
    output wire                  s0_arvalid,
    input  wire                  s0_arready,
    input  wire [ID_WIDTH-1:0]   s0_rid,
    input  wire [DATA_WIDTH-1:0] s0_rdata,
    input  wire [1:0]            s0_rresp,
    input  wire                  s0_rlast,
    input  wire                  s0_rvalid,
    output wire                  s0_rready,
    output wire [ID_WIDTH-1:0]   s1_awid,
    output wire [ADDR_WIDTH-1:0] s1_awaddr,
    output wire [7:0]            s1_awlen,
    output wire [2:0]            s1_awsize,
    output wire [1:0]            s1_awburst,
    output wire                  s1_awvalid,
    input  wire                  s1_awready,
    output wire [DATA_WIDTH-1:0] s1_wdata,
    output wire [3:0]            s1_wstrb,
    output wire                  s1_wlast,
    output wire                  s1_wvalid,
    input  wire                  s1_wready,
    input  wire [ID_WIDTH-1:0]   s1_bid,
    input  wire [1:0]            s1_bresp,
    input  wire                  s1_bvalid,
    output wire                  s1_bready,
    output wire [ID_WIDTH-1:0]   s1_arid,
    output wire [ADDR_WIDTH-1:0] s1_araddr,
    output wire [7:0]            s1_arlen,
    output wire [2:0]            s1_arsize,
    output wire [1:0]            s1_arburst,
    output wire                  s1_arvalid,
    input  wire                  s1_arready,
    input  wire [ID_WIDTH-1:0]   s1_rid,
    input  wire [DATA_WIDTH-1:0] s1_rdata,
    input  wire [1:0]            s1_rresp,
    input  wire                  s1_rlast,
    input  wire                  s1_rvalid,
    output wire                  s1_rready,
    output wire [ID_WIDTH-1:0]   s2_awid,
    output wire [ADDR_WIDTH-1:0] s2_awaddr,
    output wire [7:0]            s2_awlen,
    output wire [2:0]            s2_awsize,
    output wire [1:0]            s2_awburst,
    output wire                  s2_awvalid,
    input  wire                  s2_awready,
    output wire [DATA_WIDTH-1:0] s2_wdata,
    output wire [3:0]            s2_wstrb,
    output wire                  s2_wlast,
    output wire                  s2_wvalid,
    input  wire                  s2_wready,
    input  wire [ID_WIDTH-1:0]   s2_bid,
    input  wire [1:0]            s2_bresp,
    input  wire                  s2_bvalid,
    output wire                  s2_bready,
    output wire [ID_WIDTH-1:0]   s2_arid,
    output wire [ADDR_WIDTH-1:0] s2_araddr,
    output wire [7:0]            s2_arlen,
    output wire [2:0]            s2_arsize,
    output wire [1:0]            s2_arburst,
    output wire                  s2_arvalid,
    input  wire                  s2_arready,
    input  wire [ID_WIDTH-1:0]   s2_rid,
    input  wire [DATA_WIDTH-1:0] s2_rdata,
    input  wire [1:0]            s2_rresp,
    input  wire                  s2_rlast,
    input  wire                  s2_rvalid,
    output wire                  s2_rready
);
    function [1:0] decode_addr;
        input [ADDR_WIDTH-1:0] addr;
        begin
            if (addr[31:28] == 4'h0)      decode_addr = 2'd0;  
            else if (addr[31:28] == 4'h1) decode_addr = 2'd1;  
            else if (addr[31:28] == 4'h2) decode_addr = 2'd2;  
            else                           decode_addr = 2'd0;  
        end
    endfunction
    reg [1:0] arb_grant_aw;  
    reg [1:0] arb_grant_ar;  
    always @(posedge aclk or negedge aresetn) begin
        if (!aresetn) begin
            arb_grant_aw <= 2'd0;
        end else begin
            if (m0_awvalid && s0_awready)
                arb_grant_aw <= 2'd1;
            else if (m1_awvalid && s0_awready)
                arb_grant_aw <= 2'd0;
        end
    end
    always @(posedge aclk or negedge aresetn) begin
        if (!aresetn) begin
            arb_grant_ar <= 2'd0;
        end else begin
            if (m0_arvalid && s0_arready)
                arb_grant_ar <= 2'd1;
            else if (m1_arvalid && s0_arready)
                arb_grant_ar <= 2'd0;
        end
    end
    wire [1:0] m0_aw_target = decode_addr(m0_awaddr);
    wire [1:0] m0_ar_target = decode_addr(m0_araddr);
    wire [1:0] m1_aw_target = decode_addr(m1_awaddr);
    wire [1:0] m1_ar_target = decode_addr(m1_araddr);
    assign s0_awvalid = (arb_grant_aw == 2'd0) && m0_awvalid && (m0_aw_target == 2'd0);
    assign s1_awvalid = (arb_grant_aw == 2'd0) && m0_awvalid && (m0_aw_target == 2'd1);
    assign s2_awvalid = (arb_grant_aw == 2'd0) && m0_awvalid && (m0_aw_target == 2'd2);
    assign m0_awready = (m0_aw_target == 2'd0) ? s0_awready :
                        (m0_aw_target == 2'd1) ? s1_awready : s2_awready;
endmodule
```
`/design/flow/run.sh`:
```
#!/bin/bash
# OpenROAD 26Q1-2900-gdf79404cd8, Yosys 0.63+post, stock flow scripts
make -C /OpenROAD-flow-scripts/flow DESIGN_CONFIG=/design/flow/config.mk WORK_HOME=/design/flow/orfs finish
```
==> flow_metrics.tcl <==
# metrics dict for downstream scripts
set metrics [dict create \
    status "finished clean" \
    common_cells "buf_4 (516), a21oi_1 (4), nor2_1 (2), nor3b_1 (2)" \
    synth_top_area_share_pct 96.9 \
    required_ps 1360 \
    largest_reg_flops 1 \
    vias_per_cell 0.757 \
    areaGrowthSynthToFinish_pct 7.73 \
    drc 0 \
    ys_area_mm2 0.00400 \
    ys_ff 1 \
    fp_util_pct 3.17 \
    netSwitchingPower_mw 0.107 \
    yosysWarnings 517 \
    final_area_mm2 0.00431 \
    post-route-util_pct 3.42 \
    drive_above_1_share_pct 2.90 \
    instances_no_fill 2202 \
    grt_pass1_wl_mm 9.16 \
    antennaDiodeCount 0 \
    synthTopCellsByArea "buf_4 (97%), dfstp_2 (0.66%), a21oi_1 (0.50%)" \
    power_density_mw_per_mm2 39.6 \
    post-route-period-util_pct 97.6 \
    syn_inst 534 \
    row_count 130 \
    clockPowerShare_pct 0 \
    finalHoldViolCount 0 \
    most_common_cell "buf_4" \
    yosysTopAreaCell "buf_4" \
    preCtsSetupSlack_ps -454 \
    dieArea_mm2 0.142 \
    fmax_mhz 603 \
    largest-register "arb_grant_aw" \
    hold_path_class "register to register" \
    worstSetupEndpointType "output pin" \
    syn_area_mm2 0.00400 \
    ff_type "dfstp_2" \
    slew_viol_final 0 \
    finClkSkew_ps 0 \
    p_sw_share_pct 62.8 \
    cp_max_fo 3 \
    critical_path_class "primary input to output pin" \
    top_regs "arb_grant_aw: 1 flops" \
    routed_wl_mm 7.66 \
    cap_violations 0 \
    synth-async-reset-ratio_pct 100 \
    die_h_um 377 \
    placed_cell_area_mm2 0.00428 \
    syn_avg_cell_area_um2 7.49 \
    insertion_delay_ps 10 \
    overflow 0 \
    gp_congestion 0.574 \
    core-area_mm2 0.126 \
    portBuffers 14 \
    yosysSeqAreaShare_pct 0.657 \
    grt_max_degree 7 \
    power.internal_mw 0.0635 \
    finalCriticalPeriod_ps 1660 \
    p_comb_share_pct 81.5 \
    holdWs_ps 573 \
    ys_cells 534 \
    p_leak_nw 1.83 \
    yosysUniqueCellTypes 14 \
    p_seq_share_pct 18.5 \
    edf_count 0 \
    first_pass_iters 3 \
    ir_worst_vdd_mv 0.0522 \
    hpwl_mm 7.41 \
    clk_pin_slew_ps 20 \
    startpoint_type "primary input" \
    place_inst 2200 \
    finalSetupViolCount 0 \
    vias 1666 \
    io_pins 952 \
    warnings 449 \
    ant_nets 0 \
    grt_antenna_before_repair 1 \
    cp.arrival_ps 1320 \
    drtIter0Drc 13 \
    wl_per_cell_um 3.48 \
    grt_use_total_pct 0.706 \
    grt_pass1_vias 2261 \
    worst_slack_ps 40.6 \
    die_w_um 377 \
]
## per-stage QoR
stage | power, mW | TNS [ps]
CTS | 0.198 | 0
floorplan | 0.887 | 0
global placement | 0.202 | -1770
detailed placement | 0.197 | -1720
finish | 0.171 | 0
global route | 0.246 | -1.37
## power by group through the flow
stage	clock, mW	combinational [mW]	sequential [mW]
5_1_grt	0	0.214	0.0323
4_1_cts	0	0.166	0.0315
6_report	0	0.139	0.0316
## cells by family (layout without fill, tap and decap cells)
kind of cell	count (synthesis)	count (layout)	synth area share (%)
DFF	1	1	0.657
xor gates and xnor gates	1	1	0.219
and+or+nand+nor	9	9	1.22
AOI/OAI and AO/OA	6	6	0.908
other	1	516	0.0938
buffers and inverters	516	19	96.9
## layout by cell type (no fill, tap or decap), types with 2 or more instances in the layout
| cell type | n |
|---|---|
| dlygate4sd2_1 | 4 |
| clkdlybuf4s50_1 | 3 |
| a21oi_1 | 4 |
| buf_4 | 5 |
| dlymetal6s2s_1 | 2 |
| buf_2 | 4 |
| conb_1 | 516 |
| nor3b_2 | 2 |
## final cells by class
type | instances | area, um2
flip-flops and latches | 1 | 26.3
multi-input cells | 532 | 2060
well taps | 1650 | 2060
repair buffers | 19 | 158
fillers | 14900 | 122000
## per-layer routing
layer | global-route usage [%] | wire [um] | vias up
li1 | - | - | 620
met1 | 1.03 | 3450 | 631
met5 | 0 | 0 | -
met3 | 0.473 | 1970 | 2
met4 | 0 | 14 | 0
met2 | 0.894 | 2230 | 413
## worst max-delay path, stage by stage
cell	delay, ps
buf_2	130
nor2_4	120
nand3_2	90
nor3b_2	160
clkdlybuf4s50_1	480
## repair_timing
item / CTS / global route
setup endpoints to repair: 4 / 3
resized: 27 / 3
hold buffers: 0 / 0
buffers inserted: 1 / 1
pin swaps: 9 / 1
## final timing paths
check | slack (ps) | startpoint | end | depth (start not counted)
min in group asynchronous | 650 | aresetn | arb_grant_aw[0]$_DFF_PN1_ | 1
setup / recovery | 40 | m0_awaddr[30] | s2_awvalid | 5
hold / removal | 570 | arb_grant_aw[0]$_DFF_PN1_ | arb_grant_aw[0]$_DFF_PN1_ | 2
setup reg to reg | 920 | arb_grant_aw[0]$_DFF_PN1_ | arb_grant_aw[0]$_DFF_PN1_ | 2
hold reg to reg | 570 | arb_grant_aw[0]$_DFF_PN1_ | arb_grant_aw[0]$_DFF_PN1_ | 2
max in group asynchronous | 1030 | aresetn | arb_grant_aw[0]$_DFF_PN1_ | 1
Power and IR drop assume default switching activity.
