--- flow/constraint.sdc ---
current_design uart_tx_top

set clk_period 4.1
set clk_io_pct 0.2

create_clock -name clk0 -period $clk_period [get_ports {clk}]

set non_clock_inputs [all_inputs -no_clocks]
set_input_delay [expr $clk_period * $clk_io_pct] -clock clk0 $non_clock_inputs
set_output_delay [expr $clk_period * $clk_io_pct] -clock clk0 [all_outputs]
--- flow/run.sh ---
#!/bin/bash
# OpenROAD 26Q1-2900-gdf79404cd8, Yosys 0.63+post, stock flow scripts
make -C /OpenROAD-flow-scripts/flow DESIGN_CONFIG=/design/flow/config.mk WORK_HOME=/design/flow/orfs finish
--- flow/design.v ---
interface autouvm_clk_rst_if;
    logic clk;
    logic rst;
endinterface
interface fifo_if (
    input logic clk,
    input logic rst_n
);
    logic  wr_en;
    logic [31:0] wr_data;
    logic  rd_en;
    logic [31:0] rd_data;
    logic  full;
    logic  empty;
endinterface
interface gpio_if (
    input logic clk,
    input logic rst_n
);
    logic [7:0] gpio_in;
    logic [7:0] gpio_out;
    logic [7:0] gpio_dir;
endinterface
interface i2c_if (
    input logic clk,
    input logic rst_n
);
    logic  scl;
    logic  sda;
endinterface
interface pwm_if (
    input logic clk,
    input logic rst_n
);
    logic [3:0] pwm_out;
    logic [7:0] duty_cycle;
    logic [15:0] period;
endinterface
interface apb_if (
    input logic clk_i,
    input logic rst_ni
);
    wire PSELx;
    wire PENABLE;
    wire PWRITE;
    wire PADDR;
    wire PWDATA;
    wire PRDATA;
    wire PREADY;
    assign PREADY = 1'b1;
endinterface
interface spi_if (
    input logic clk,
    input logic rst_n
);
    logic  sclk;
    logic  mosi;
    logic  miso;
    logic  cs_n;
endinterface
interface uart_if (
    input logic clk,
    input logic rst_n
);
    logic  tx;
    logic  rx;
endinterface
module uart_transmitter #(
    parameter CLOCK_FREQ = 50_000_000,
    parameter BAUD_RATE  = 115200
)(
    input  wire       clk,
    input  wire       rst_n,
    input  wire [7:0] tx_data,
    input  wire       tx_valid,
    output reg        tx_ready,
    output reg        uart_tx
);
    localparam BAUD_DIV = CLOCK_FREQ / BAUD_RATE;
    localparam IDLE  = 2'b00;
    localparam START = 2'b01;
    localparam DATA  = 2'b10;
    localparam STOP  = 2'b11;
    reg [1:0]  state;
    reg [15:0] baud_cnt;
    reg [2:0]  bit_cnt;
    reg [7:0]  shift_reg;
    always @(posedge clk or negedge rst_n) begin
        if (!rst_n) begin
            state <= IDLE;
            uart_tx <= 1'b1;
            tx_ready <= 1'b1;
            baud_cnt <= 0;
            bit_cnt <= 0;
        end else begin
            case (state)
                IDLE: begin
                    uart_tx <= 1'b1;
                    tx_ready <= 1'b1;
                    if (tx_valid && tx_ready) begin
                        shift_reg <= tx_data;
                        tx_ready <= 1'b0;
                        state <= START;
                        baud_cnt <= 0;
                    end
                end
                START: begin
                    uart_tx <= 1'b0;   
                    if (baud_cnt == BAUD_DIV - 1) begin
                        baud_cnt <= 0;
                        bit_cnt <= 0;
                        state <= DATA;
                    end else begin
                        baud_cnt <= baud_cnt + 1;
                    end
                end
                DATA: begin
                    uart_tx <= shift_reg[0];
                    if (baud_cnt == BAUD_DIV - 1) begin
                        baud_cnt <= 0;
                        shift_reg <= {1'b0, shift_reg[7:1]};
                        if (bit_cnt == 7) begin
                            state <= STOP;
                        end else begin
                            bit_cnt <= bit_cnt + 1;
                        end
                    end else begin
                        baud_cnt <= baud_cnt + 1;
                    end
                end
                STOP: begin
                    uart_tx <= 1'b1;   
                    if (baud_cnt == BAUD_DIV - 1) begin
                        state <= IDLE;
                        tx_ready <= 1'b1;
                    end else begin
                        baud_cnt <= baud_cnt + 1;
                    end
                end
            endcase
        end
    end
endmodule
module uart_tx_fifo (
    input  wire       clk,
    input  wire       rst_n,
    input  wire [7:0] s_axis_tdata,
    input  wire       s_axis_tvalid,
    output wire       s_axis_tready,
    output wire [7:0] tx_data,
    output wire       tx_valid,
    input  wire       tx_ready,
    output wire       full,
    output wire       empty,
    output wire [4:0] count
);
    reg [7:0] fifo_mem [15:0];
    reg [3:0] wr_ptr;
    reg [3:0] rd_ptr;
    reg [4:0] fifo_count;
    assign count = fifo_count;
    assign full  = (fifo_count == 5'd16);
    assign empty = (fifo_count == 5'd0);
    assign s_axis_tready = !full;
    assign tx_valid = !empty;
    assign tx_data = fifo_mem[rd_ptr];
    always @(posedge clk or negedge rst_n) begin
        if (!rst_n) begin
            wr_ptr <= 4'h0;
        end else if (s_axis_tvalid && s_axis_tready) begin
            fifo_mem[wr_ptr] <= s_axis_tdata;
            wr_ptr <= wr_ptr + 1'b1;
        end
    end
    always @(posedge clk or negedge rst_n) begin
        if (!rst_n) begin
            rd_ptr <= 4'h0;
        end else if (tx_valid && tx_ready) begin
            rd_ptr <= rd_ptr + 1'b1;
        end
    end
    always @(posedge clk or negedge rst_n) begin
        if (!rst_n) begin
            fifo_count <= 5'h0;
        end else begin
            case ({s_axis_tvalid && s_axis_tready, tx_valid && tx_ready})
                2'b10: fifo_count <= fifo_count + 1'b1;   
                2'b01: fifo_count <= fifo_count - 1'b1;   
                2'b11: fifo_count <= fifo_count;          
                default: fifo_count <= fifo_count;
            endcase
        end
    end
endmodule
module uart_tx_top (
    input  wire       clk,
    input  wire       rst_n,
    input  wire [7:0] s_axis_tdata,
    input  wire       s_axis_tvalid,
    output wire       s_axis_tready,
    output wire       uart_tx,
    output wire       fifo_full,
    output wire       fifo_empty,
    output wire [4:0] fifo_count
);
    wire [7:0] fifo_tx_data;
    wire       fifo_tx_valid;
    wire       fifo_tx_ready;
    uart_tx_fifo u_fifo (
        .clk           (clk),
        .rst_n         (rst_n),
        .s_axis_tdata  (s_axis_tdata),
        .s_axis_tvalid (s_axis_tvalid),
        .s_axis_tready (s_axis_tready),
        .tx_data       (fifo_tx_data),
        .tx_valid      (fifo_tx_valid),
        .tx_ready      (fifo_tx_ready),
        .full          (fifo_full),
        .empty         (fifo_empty),
        .count         (fifo_count)
    );
    uart_transmitter #(
        .CLOCK_FREQ(50_000_000),
        .BAUD_RATE(115200)
    ) u_tx (
        .clk      (clk),
        .rst_n    (rst_n),
        .tx_data  (fifo_tx_data),
        .tx_valid (fifo_tx_valid),
        .tx_ready (fifo_tx_ready),
        .uart_tx  (uart_tx)
    );
endmodule
--- flow/config.mk ---
export PLATFORM = sky130hd
export DESIGN_NAME = uart_tx_top
export DESIGN_NICKNAME = uart_tx_top
export VERILOG_FILES = /design/flow/design.v
export SDC_FILE = /design/flow/constraint.sdc
export NUM_CORES = 4
export LEC_CHECK = 1
export CORE_UTILIZATION = 40
==> results.sh <==
# source this file to load flow results
export IMPL_status="completed"
export IMPL_largest_reg_flops=128
export IMPL_antenna_left=0
export IMPL_grt_busiest_layer="met2"
export IMPL_finalCriticalPeriod_ns=3.06
export IMPL_vias_per_cell=5.77
export IMPL_numPlacedInstances=781
export IMPL_synth_cell_types=58
export IMPL_fin_ws_ns=1.04
export IMPL_grt_use_met1_pct=27.1
export IMPL_gr_usage_all_layers_pct=19.3
export IMPL_clock_latency_ns=0.42
export IMPL_num_vias=4695
export IMPL_drc=0
export IMPL_cts_tree="yes"
export IMPL_die_area_um2=19200
export IMPL_rows=49
export IMPL_hold_path_class="input port to async pin"
export IMPL_io_buffers=19
export IMPL_top_area_cell="edfxtp_1"
export IMPL_cts_setup_buffers=0
export IMPL_diodes=0
export IMPL_clkTransAtPathRegs_ns=0.07
export IMPL_routabilityCongestion=0.869
export IMPL_rsz0062_at_grt="false"
export IMPL_grt_pass1_wl_um=26600
export IMPL_met2_usage_pct=28.6
export IMPL_yosys_area_um2=7450
export IMPL_cts_resized=0
export IMPL_drt_initial_drc_count=361
export IMPL_die_w_um=138
export IMPL_die_height_um=138
export IMPL_leakagePower_uw=0.00293
export IMPL_fin_tns_setup_ns=0
export IMPL_slowest_stage="nor4_1"
export IMPL_clockBufferDepth=2
export IMPL_reg2reg_depth=11
export IMPL_flop_cell="edfxtp_1"
export IMPL_grt_max_degree=47
export IMPL_final_cell_mix="136 x edfxtp_1, 39 x nor2_1, 38 x nand2_1, 35 x dfrtp_1, 27 x o21ai_0"
export IMPL_skew_ns=0.0101
export IMPL_seqPwrFrac_pct=55.1
export IMPL_holdWs_ns=0.319
export IMPL_critPathArrivalTime_ns=2.24
export IMPL_power_density_nw_per_um2=408
export IMPL_ys_cells=553
export IMPL_ys_ff=174
export IMPL_syn_avg_cell_area_um2=13.5
export IMPL_clock_fmax_mhz=327
export IMPL_overflow=0
export IMPL_worst_setup_path_start_kind="register"
export IMPL_cts_buffers=17
export IMPL_area_delta_synth_final_pct=13.4
export IMPL_slew_headroom_pct=39.1
export IMPL_io_pins=20
export IMPL_dpl_hpwl_um=10300
export IMPL_use_met3_pct=10.3
export IMPL_required_ns=3.28
export IMPL_yosysTopAreaCellShare_pct=54.8
export IMPL_fp_coreArea_um2=18100
export IMPL_fp_util_pct=41.2
export IMPL_worstMarginPinSlew_ns=0.910
export IMPL_cp_top_family="simple AND/OR/NAND/NOR gates"
export IMPL_power_uw=3450
export IMPL_r2r_setup_slack_ns=1.04
export IMPL_synthArstFlopShare_pct=21.8
export IMPL_warnings=33
export IMPL_holdBufCountCts=0
export IMPL_r2r_end="u_fifo.fifo_count[4]"
export IMPL_final_hold_viol_count=0
export IMPL_dr_pass1_iters=22
export IMPL_swShare_pct=21.4
export IMPL_cts_sinks=174
export IMPL_post_route_period_util_pct=74.7
export IMPL_setup_violations_final=0
export IMPL_wl_per_cell_um=20.3
export IMPL_first_global_vias=4867
export IMPL_cts_root_buf="clkbuf_16"
export IMPL_end_kind="primary output"
export IMPL_internal_power_uw=2710
export IMPL_critPathMaxStageDelay_ns=0.65
export IMPL_antenna_found_initial=0
export IMPL_path_buffers=2
export IMPL_pwr_share_clk_pct=43.8
export IMPL_synth_edff_count=136
export IMPL_wirelength_um=16500
export IMPL_synth_warnings=3
export IMPL_h_tree_depth=4
export IMPL_critPathKind="register to primary output"
export IMPL_synthCells=553
export IMPL_comb_power_share_pct=1.1
export IMPL_r2r_start="u_fifo.fifo_count[1]"
export IMPL_synth_area_um2=7450
export IMPL_peakVddDrop_mv=0.387
export IMPL_crit_chain="nor4_1, nand2_1, inv_1, clkdlybuf4s50_1"
export IMPL_dp_slack_ns=0.970
export IMPL_drv_slew=0
export IMPL_cap_violations=0
export IMPL_seq_area_frac_synth_pct=67.6
export IMPL_switchingPower_uw=739
export IMPL_drive_gt1_share_pct=10.6
export IMPL_lay_top_count="edfxtp_1"
export IMPL_finalNonFillerCells=813
export IMPL_topCellsByArea="edfxtp_1 55%, dfrtp_1 12%, ha_1 2.5%"
export IMPL_critical_path_max_fanout=8
worst max path at each step:
stage / from / to / slack, ns / cells after the start
final: u_fifo.fifo_count[1] / fifo_full / 1.04 / 4
after global routing: u_fifo.fifo_count[1] / u_fifo.fifo_count[4] / 0.63 / 12
after CTS: u_fifo.fifo_count[1] / fifo_full / 1.03 / 4
area by class of cell:
| cell class | count | area (um^2) |
|---|---|---|
| Clock buffer | 18 | 429 |
| Clock inverter | 14 | 128 |
| Fill cell | 1531 | 9640 |
| Inverter | 14 | 52.6 |
| Multi-Input combinational cell | 331 | 2220 |
| Sequential cell | 174 | 5040 |
| Tap cell | 229 | 287 |
| Timing Repair Buffer | 33 | 290 |
cells in the mapped netlist, types with 2 or more instances:
| cell | number |
|---|---|
| mux2i_1 | 2 |
| nor4_1 | 3 |
| or4_1 | 3 |
| inv_1 | 14 |
| o21ai_0 | 27 |
| or3_1 | 2 |
| nand2_1 | 38 |
| a21oi_1 | 16 |
| nor2_1 | 39 |
| a31oi_1 | 4 |
| a21o_1 | 3 |
| o31ai_1 | 3 |
| xnor2_1 | 9 |
| ha_1 | 15 |
| a222oi_1 | 12 |
| and2_1 | 2 |
| nand3_1 | 24 |
| nand3b_1 | 3 |
| o211ai_1 | 5 |
| a22o_1 | 8 |
| nor3_1 | 10 |
| buf_1 | 9 |
| edfxtp_1 | 136 |
| dfstp_2 | 3 |
| a221oi_1 | 11 |
| nor2b_1 | 5 |
| a211oi_1 | 2 |
| clkbuf_1 | 24 |
| mux2_2 | 4 |
| a311oi_1 | 4 |
| xor2_1 | 16 |
| nand2b_1 | 9 |
| dfrtp_1 | 35 |
| a2111o_1 | 2 |
| a22oi_1 | 14 |
| and3_1 | 3 |
| nand4_1 | 12 |
| and4bb_2 | 2 |
stage by stage:
stage | cell area (um^2) | utilization [%]
3_3_place_gp | 7890 | 43.6
3_5_place_dp | 7890 | 43.6
2_1_floorplan | 7450 | -
5_1_grt | 8450 | 46.7
6_report | 8450 | 46.7
4_1_cts | 8450 | 46.7
power groups by stage:
stage         registers [uW]  clock network [uW]  logic [uW]
CTS                     1900                1540        39.8
global route            1900                1610        43.7
finish                  1900                1510        39.1
layer usage:
| layer | vias up | share of wire (%) |
|---|---|---|
| met3 | 19 | 10 |
| met5 | - | 0 |
| met2 | 211 | 47 |
| met1 | 2307 | 42 |
| li1 | 2158 | - |
| met4 | 0 | 1.7 |
cell families (layout without fill, tap and decap cells):
logic type | count (synthesis) | count (layout) | synth area share (%)
AOI/OAI and AO/OA | 121 | 121 | 11.9
xor gates and xnor gates | 25 | 25 | 2.94
adders and majority gates | 15 | 15 | 2.52
buffers and inverters | 48 | 79 | 2.52
DFF | 174 | 174 | 67.6
muxes | 7 | 7 | 1.18
and+or+nand+nor | 163 | 163 | 11.3
Power figures rest on the tool's default switching activity, not on a simulated workload.
